## /design/flow/design.v

```verilog
`timescale 1ns/1ns
module REGISTER(q, d, clk);
   parameter N = 1;
   output reg [N-1:0] q;
   input [N-1:0]      d;
   input 	     clk;
   initial q = {N{1'b0}};
   always @(posedge clk)
    q <= d;
endmodule  
module REGISTER_CE(q, d, ce, clk);
   parameter N = 1;
   output reg [N-1:0] q;
   input [N-1:0]      d;
   input 	      ce, clk;
   initial q = {N{1'b0}};
   always @(posedge clk)
     if (ce) q <= d;
endmodule  
module REGISTER_R(q, d, rst, clk);
   parameter N = 1;
   parameter INIT = {N{1'b0}};
   output reg [N-1:0] q;
   input [N-1:0]      d;
   input 	      rst, clk;
   initial q = INIT;
   always @(posedge clk)
     if (rst) q <= INIT;
     else q <= d;
endmodule  
module REGISTER_R_CE(q, d, rst, ce, clk);
   parameter N = 1;
   parameter INIT = {N{1'b0}};
   output reg [N-1:0] q;
   input [N-1:0]      d;
   input 	      rst, ce, clk;
   initial q = INIT;
   always @(posedge clk)
     if (rst) q <= INIT;
     else if (ce) q <= d;
endmodule  
module REGISTER_IOB (q, d, clk);
   parameter N = 1;
   (* IOB = "true" *) output reg [N-1:0] q;
   input [N-1:0]      d;
   input 	     clk;
   initial q = {N{1'b0}};
   always @(posedge clk)
    q <= d;
endmodule  
module ASYNC_ROM(q, addr, clk);
    parameter DWIDTH = 8;                
    parameter AWIDTH = 8;                
    parameter DEPTH = 256;               
    parameter MEM_INIT_HEX_FILE = "";
    parameter MEM_INIT_BIN_FILE = "";
    input [AWIDTH-1:0] addr;             
    input 	           clk;
    output [DWIDTH-1:0] q;
    (* ram_style = "distributed" *) reg [DWIDTH-1:0] mem [DEPTH-1:0];
    integer i;
    initial begin
        if (MEM_INIT_HEX_FILE != "") begin
	          $readmemh(MEM_INIT_HEX_FILE, mem);
        end
        else if (MEM_INIT_BIN_FILE != "") begin
	          $readmemb(MEM_INIT_BIN_FILE, mem);
        end
        else begin
            for (i = 0; i < DEPTH; i = i + 1) begin
                mem[i] = 0;
            end
        end
    end
    assign q = mem[addr];
endmodule  
module ASYNC_RAM(q, d, addr, we, clk);
    parameter DWIDTH = 8;                
    parameter AWIDTH = 8;                
    parameter DEPTH = 256;               
    parameter MEM_INIT_HEX_FILE = "";
    parameter MEM_INIT_BIN_FILE = "";
    input [DWIDTH-1:0] d;                
    input [AWIDTH-1:0] addr;             
    input 	           we, clk;
    output [DWIDTH-1:0] q;
    (* ram_style = "distributed" *) reg [DWIDTH-1:0] mem [DEPTH-1:0];
    integer i;
    initial begin
        if (MEM_INIT_HEX_FILE != "") begin
	          $readmemh(MEM_INIT_HEX_FILE, mem);
        end
        else if (MEM_INIT_BIN_FILE != "") begin
	          $readmemb(MEM_INIT_BIN_FILE, mem);
        end
        else begin
            for (i = 0; i < DEPTH; i = i + 1) begin
                mem[i] = 0;
            end
        end
    end
    always @(posedge clk) begin
        if (we)
            mem[addr] <= d;
    end
    assign q = mem[addr];
endmodule  
module SYNC_ROM(q, addr, clk);
    parameter DWIDTH = 8;                
    parameter AWIDTH = 8;                
    parameter DEPTH = 256;               
    parameter MEM_INIT_HEX_FILE = "";
    parameter MEM_INIT_BIN_FILE = "";
    input [AWIDTH-1:0] addr;             
    input 	           clk;
    output [DWIDTH-1:0] q;
    (* ram_style = "block" *) reg [DWIDTH-1:0] mem [DEPTH-1:0];
    integer i;
    initial begin
        if (MEM_INIT_HEX_FILE != "") begin
	          $readmemh(MEM_INIT_HEX_FILE, mem);
        end
        else if (MEM_INIT_BIN_FILE != "") begin
	          $readmemb(MEM_INIT_BIN_FILE, mem);
        end
        else begin
            for (i = 0; i < DEPTH; i = i + 1) begin
                mem[i] = 0;
            end
        end
    end
    reg [DWIDTH-1:0] read_reg_val;
    always @(posedge clk) begin
        read_reg_val <= mem[addr];
    end
    assign q = read_reg_val;
endmodule  
module SYNC_RAM(q, d, addr, we, clk);
    parameter DWIDTH = 8;                
    parameter AWIDTH = 8;                
    parameter DEPTH = 256;               
    parameter MEM_INIT_HEX_FILE = "";
    parameter MEM_INIT_BIN_FILE = "";
    input [DWIDTH-1:0] d;                
    input [AWIDTH-1:0] addr;             
    input 	           we, clk;
    output [DWIDTH-1:0] q;
    (* ram_style = "block" *) reg [DWIDTH-1:0] mem [DEPTH-1:0];
    integer i;
    initial begin
        if (MEM_INIT_HEX_FILE != "") begin
	          $readmemh(MEM_INIT_HEX_FILE, mem);
        end
        else if (MEM_INIT_BIN_FILE != "") begin
	          $readmemb(MEM_INIT_BIN_FILE, mem);
        end
        else begin
            for (i = 0; i < DEPTH; i = i + 1) begin
                mem[i] = 0;
            end
        end
    end
    reg [DWIDTH-1:0] read_reg_val;
    always @(posedge clk) begin
        if (we)
            mem[addr] <= d;
        read_reg_val <= mem[addr];
    end
    assign q = read_reg_val;
endmodule  
module SYNC_RAM_WBE(q, d, addr, wbe, clk, rst);
    parameter DWIDTH = 8;                
    parameter AWIDTH = 8;                
    parameter DEPTH = 256;               
    parameter MEM_INIT_HEX_FILE = "";
    parameter MEM_INIT_BIN_FILE = "";
    input [DWIDTH-1:0] d;                
    input [AWIDTH-1:0] addr;             
    input [DWIDTH/8-1:0] wbe;
    input clk, rst;
    output [DWIDTH-1:0] q;
    (* ram_style = "block" *) reg [DWIDTH-1:0] mem [DEPTH-1:0];
    integer i;
    initial begin
        if (MEM_INIT_HEX_FILE != "") begin
	          $readmemh(MEM_INIT_HEX_FILE, mem);
        end
        else if (MEM_INIT_BIN_FILE != "") begin
	          $readmemb(MEM_INIT_BIN_FILE, mem);
        end
        else begin
            for (i = 0; i < DEPTH; i = i + 1) begin
                mem[i] = 0;
            end
        end
    end
    reg [DWIDTH-1:0] read_reg_val;
    always @(posedge clk) begin
        for (i = 0; i < DWIDTH/8; i = i+1) begin
            if (wbe[i])
                mem[addr][i*8 +: 8] <= d[i*8 +: 8];
        end
        if (rst)
            read_reg_val <= 0;
        else
            read_reg_val <= mem[addr];
    end
    assign q = read_reg_val;
endmodule  
module XILINX_SYNC_RAM_DP(q0, d0, addr0, we0, q1, d1, addr1, we1, clk, rst);
    parameter DWIDTH = 8;                
    parameter AWIDTH = 8;                
    parameter DEPTH = 256;               
    parameter MEM_INIT_HEX_FILE = "";
    parameter MEM_INIT_BIN_FILE = "";
    input clk;
    input rst;
    input [DWIDTH-1:0] d0;                
    input [AWIDTH-1:0] addr0;             
    input we0;
    output [DWIDTH-1:0] q0;
    input [DWIDTH-1:0] d1;                
    input [AWIDTH-1:0] addr1;             
    input we1;
    output [DWIDTH-1:0] q1;
    (* ram_style = "block" *) reg [DWIDTH-1:0] mem [DEPTH-1:0];
    integer i;
    initial begin
        if (MEM_INIT_HEX_FILE != "") begin
	          $readmemh(MEM_INIT_HEX_FILE, mem);
        end
        else if (MEM_INIT_BIN_FILE != "") begin
	          $readmemb(MEM_INIT_BIN_FILE, mem);
        end
        else begin
            for (i = 0; i < DEPTH; i = i + 1) begin
                mem[i] = 0;
            end
        end
    end
    reg [DWIDTH-1:0] read0_reg_val;
    reg [DWIDTH-1:0] read1_reg_val;
    always @(posedge clk) begin
        if (we0)
            mem[addr0] <= d0;
        if (rst)
            read0_reg_val <= 0;
        else
            read0_reg_val <= mem[addr0];
    end
    always @(posedge clk) begin
        if (we1)
            mem[addr1] <= d1;
        if (rst)
            read1_reg_val <= 0;
        else
            read1_reg_val <= mem[addr1];
    end
    assign q0 = read0_reg_val;
    assign q1 = read1_reg_val;
endmodule  
module XILINX_SYNC_RAM_DP_WBE(q0, d0, addr0, wbe0, q1, d1, addr1, wbe1, clk, rst);
    parameter DWIDTH = 8;                
    parameter AWIDTH = 8;                
    parameter DEPTH = 256;               
    parameter MEM_INIT_HEX_FILE = "";
    parameter MEM_INIT_BIN_FILE = "";
    input clk;
    input rst;
    input [DWIDTH-1:0] d0;                
    input [AWIDTH-1:0] addr0;             
    input [DWIDTH/8-1:0] wbe0;
    output [DWIDTH-1:0] q0;
    input [DWIDTH-1:0] d1;                
    input [AWIDTH-1:0] addr1;             
    input [DWIDTH/8-1:0] wbe1;
    output [DWIDTH-1:0] q1;
    (* ram_style = "block" *) reg [DWIDTH-1:0] mem [DEPTH-1:0];
    integer i;
    initial begin
        if (MEM_INIT_HEX_FILE != "") begin
	          $readmemh(MEM_INIT_HEX_FILE, mem);
        end
        else if (MEM_INIT_BIN_FILE != "") begin
	          $readmemb(MEM_INIT_BIN_FILE, mem);
        end
        else begin
            for (i = 0; i < DEPTH; i = i + 1) begin
                mem[i] = 0;
            end
        end
    end
    reg [DWIDTH-1:0] read0_reg_val;
    reg [DWIDTH-1:0] read1_reg_val;
    always @(posedge clk) begin
        for (i = 0; i < 4; i = i+1) begin
            if (wbe0[i])
                mem[addr0][i*8 +: 8] <= d0[i*8 +: 8];
        end
        if (rst)
            read0_reg_val <= 0;
        else
            read0_reg_val <= mem[addr0];
    end
    always @(posedge clk) begin
        for (i = 0; i < 4; i = i+1) begin
            if (wbe1[i])
                mem[addr1][i*8 +: 8] <= d1[i*8 +: 8];
        end
        if (rst)
            read1_reg_val <= 0;
        else
            read1_reg_val <= mem[addr1];
    end
    assign q0 = read0_reg_val;
    assign q1 = read1_reg_val;
endmodule  
module XILINX_ASYNC_RAM_DP(q0, d0, addr0, we0, q1, d1, addr1, we1, clk, rst);
    parameter DWIDTH = 8;                
    parameter AWIDTH = 8;                
    parameter DEPTH = 256;               
    parameter MEM_INIT_HEX_FILE = "";
    parameter MEM_INIT_BIN_FILE = "";
    input clk;
    input rst;
    input [DWIDTH-1:0] d0;                
    input [AWIDTH-1:0] addr0;             
    input 	           we0;
    output [DWIDTH-1:0] q0;
    input [DWIDTH-1:0] d1;                
    input [AWIDTH-1:0] addr1;             
    input 	           we1;
    output [DWIDTH-1:0] q1;
    (* ram_style = "distributed" *) reg [DWIDTH-1:0] mem [DEPTH-1:0];
    integer i;
    initial begin
        if (MEM_INIT_HEX_FILE != "") begin
	          $readmemh(MEM_INIT_HEX_FILE, mem);
        end
        else if (MEM_INIT_BIN_FILE != "") begin
	          $readmemb(MEM_INIT_BIN_FILE, mem);
        end
        else begin
            for (i = 0; i < DEPTH; i = i + 1) begin
                mem[i] = 0;
            end
        end
    end
    always @(posedge clk) begin
        if (we0)
            mem[addr0] <= d0;
    end
    always @(posedge clk) begin
        if (we1)
            mem[addr1] <= d1;
    end
    assign q0 = mem[addr0];
    assign q1 = mem[addr1];
endmodule  
module REGFILE_1W2R(d0, addr0, we0, q1, addr1, q2, addr2, clk);
    parameter DWIDTH = 8;                
    parameter AWIDTH = 8;                
    parameter DEPTH = 256;               
    parameter MEM_INIT_HEX_FILE = "";
    parameter MEM_INIT_BIN_FILE = "";
    input clk;
    input [DWIDTH-1:0] d0;                
    input [AWIDTH-1:0] addr0;             
    input              we0;               
    input [AWIDTH-1:0] addr1;             
    output [DWIDTH-1:0] q1;
    input [AWIDTH-1:0] addr2;             
    output [DWIDTH-1:0] q2;
    reg [DWIDTH-1:0] mem [DEPTH-1:0];
    integer i;
    initial begin
        if (MEM_INIT_HEX_FILE != "") begin
                  $readmemh(MEM_INIT_HEX_FILE, mem);
        end
        else if (MEM_INIT_BIN_FILE != "") begin
                  $readmemb(MEM_INIT_BIN_FILE, mem);
        end
        else begin
            for (i = 0; i < DEPTH; i = i + 1) begin
                mem[i] = 0;
            end
        end
    end
    always @(posedge clk) begin
        if (we0 == 1 && addr0 != 0)
            mem[addr0] <= d0;
    end
    assign q1 = mem[addr1];
    assign q2 = mem[addr2];
endmodule  
```

## /design/flow/run.sh

```bash
#!/bin/bash
# OpenROAD 26Q1-2900-gdf79404cd8, Yosys 0.63+post, stock flow scripts
make -C /OpenROAD-flow-scripts/flow DESIGN_CONFIG=/design/flow/config.mk WORK_HOME=/design/flow/orfs finish
```

## /design/flow/config.mk

```make
export PLATFORM = sky130hd
export DESIGN_NAME = SYNC_RAM
export DESIGN_NICKNAME = SYNC_RAM
export VERILOG_FILES = /design/flow/design.v
export SDC_FILE = /design/flow/constraint.sdc
export NUM_CORES = 4
export LEC_CHECK = 1
export CORE_UTILIZATION = 40
```

## /design/flow/constraint.sdc

```tcl
current_design SYNC_RAM

set clk_period 20.7
set clk_io_pct 0.2

create_clock -name clk0 -period $clk_period [get_ports {clk}]

set non_clock_inputs [all_inputs -no_clocks]
set_input_delay [expr $clk_period * $clk_io_pct] -clock clk0 $non_clock_inputs
set_output_delay [expr $clk_period * $clk_io_pct] -clock clk0 [all_outputs]
```

==> run notes <==
On the critical path, the stage with the largest delay is an instance of sky130_fd_sc_hd__o41ai_1. The detailed router used layers up to and including met5. The count of placed standard cells including taps was 6125; the vertical die dimension was 445 um.

Yosys attributes the largest share of cell area to sky130_fd_sc_hd__edfxtp_1 78%, sky130_fd_sc_hd__mux4_2 15%, sky130_fd_sc_hd__a22oi_1 2.4%. According to the timing report, the critical path is launched from addr[0]. Delay of the slowest cell on the worst path: 1.08 ns.

Top cell family by delay on the critical path: buffers and inverters. With the worst reg-to-reg path cell count at 5, the worst-case vdd ir drop is 90.6 uV. The core region is 0.195 mm2.

The tools report the routability congestion estimate from global placement as 0.851. Note that the worst hold path type here is flop to flop. The launch point of the worst register-to-register path is recorded as mem[63][3].

Summed standard-cell area reported by yosys: 0.0785 mm2. The run gives 89 for the maximum number of pins on one net before global-route repair. Per the detail_route report, the via count comes to 36800. The number of design rule violations left after detail routing is 0.

For this design, the CTS-stage hold fixing added 0 buffers. Clock tree synthesis inserted a total of 202 buffers. At the pin with the least slew margin, the transition time is 1.24 ns. The timing report gives the clock slew at the launch and capture registers of the worst setup and hold paths as 0.06 ns. The critical path class was primary input to flop. The run gives 17.73 ns as the flop-to-flop setup slack. Data on the critical path is required at its endpoint by 21.37 ns. Fraction of the mapped netlist area in adder cells: 0. The flow ran to the end, and the final reports show no timing, DRC or antenna violations. The area fraction in xor and xnor cells works out to 0. Across all stage logs, warnings added up to 26.

For this run, the number of standard cells in the final layout without fillers is 6496. Summed over all nets, wire length on met3 after detailed routing comes to 28.6 mm. The average instance area after synthesis is 22.1 um2. The script reports the combined buffer and inverter count of the critical path as 4.

The most used flip-flop cell after synthesis is sky130_fd_sc_hd__edfxtp_1. The synthesized instance count was 3547; the CTS sink count was 2056. The simple-gate share of the synthesized area was 0.0173.

According to the floorplan report, the total die area is 0.198 mm2. The synthesized design spends more area on one cell type than any other, namely sky130_fd_sc_hd__edfxtp_1. The mux contribution to synthesized area came out at 0.147.

The worst-case clock skew was 0.0434 ns. The global route stage reports its total congestion overflow as 0. Once the clock tree was built, the setup fixing pass inserted 0 buffers. TritonCTS built the clock tree.

The run gives 8.06 ns for the minimum period implied by the final worst setup slack. The root buffer cell chosen for the clock tree is sky130_fd_sc_hd__clkbuf_16. The type of origin of the critical path was a primary input.

For this run the top cell type by instance count after synthesis was sky130_fd_sc_hd__edfxtp_1. The run gives 275 mm for the global-route wire length before repair. Number of buffers on the longest clock path: 3. Of the combinational cells, the family taking the most area is multiplexers. The highest clock rate this design can be run at is 124 MHz. The run gives 110 mm for the half-perimeter wire length after detailed placement. The post-cts resize count is 0. The final layout contains routed wiring with a total length of 187 mm. The H-tree was split into 4 levels. The sequential fraction of the synthesis area is 0.786, and the met2 routed wirelength is 88.9 mm.

The violation tally recorded at the end of detailed-routing iteration 0 is 2258. Counting flops and latches in the post-synthesis netlist gives 2056. From left edge to right edge, the die measures 445 um. The tools report the count of final max-slew check failures as 0. Before antenna repair, the detailed router went through 7 iterations. The filler cell count in the final layout was 16000. Power per cell area: 96.7 mW/mm2.

The initial antenna violation count came out at 2. The run gives 0 for the max-cap violation count. Most common cell type on the critical path: sky130_fd_sc_hd__buf_4.

The final clock period utilization by the worst path came out at 0.390. Setup repair after global routing left no endpoint under its margin. The wire length on met1 was 62.7 mm.

For the global-route total usage across every layer, the log shows 0.212. The synthesis run shows the most used standard cells to be 2048 x sky130_fd_sc_hd__edfxtp_1, 512 x sky130_fd_sc_hd__mux4_2, 256 x sky130_fd_sc_hd__a22oi_1, 232 x sky130_fd_sc_hd__nor2_1, 145 x sky130_fd_sc_hd__clkbuf_1. The run gives 0.161 as the relative max-transition margin. Per the synthesis report, the number of distinct cell types is 22. The run gives 1 as the tally of yosys warning messages. Traced cell by cell, the critical path runs through buf_8, buf_4, buf_12, buf_4, mux4_2, a22oi_1, a21oi_1, o41ai_1, nand4_1. The STA report counts the stages on the worst setup path as 9. For the data arrival time of the critical path, the log shows 8.74 ns.

After synthesis, the design contains 3547 cells according to Yosys. Using the TritonRoute via totals, the vias-per-cell ratio works out to 5.67. Routed wire length per instance: 28.8 um. The capture point of the critical path is read_reg_val[7]. The logs give 0 for the post-route antenna net violation count and 0.403 for the starting utilization of the core area. Area fraction of the dominant cell type after synthesis: 0.783. The tools report the critical register-to-register path endpoint as read_reg_val[3].

The fraction of registers with async set or reset after synthesis is 0. Clock latency reported for the late side of the worst-skew pair: 0.84 ns. The via count of the first global-routing pass was 40800.

The number of flops mapped to enable cells by yosys was 2048. The maximum fanout count along the critical path was 72; the count of endpoints failing setup in the final report was 0. The area added between synthesis and finish was 13.2%; the area fraction in compound gates was 0.0362. STA classifies the critical path endpoint as a flop. The script extracted a total leakage power of 26.8 nW.

26 I/O pins were placed. Before any placement, the netlist area is recorded as 0.0785 mm2. The total of buffers placed on input and output ports was 25.

For the post-route setup TNS, the log shows 0 ns. The logs give 0 for the final tally of hold violations and 162 for the number of rows created at floorplan. The proportion of layout cells with a drive suffix above 1 works out to 0.254.
==> state kept, by name (all words and copies together), names as in the netlist <==
signal,count
mem,2048
read_reg_val,8
==> per-stage QoR <==
stage	hold WS (ns)	util	setup WS (ns)	area, um2	power, W
2_1_floorplan	0.819	-	14.34	78500	0.00488
3_3_place_gp	0.906	0.422	11.48	82300	0.00506
3_5_place_dp	0.928	0.422	11.55	82300	0.00507
4_1_cts	0.905	0.456	12.45	88800	0.00866
5_1_grt	1.02	0.456	12.13	88800	0.00883
6_report	0.918	0.456	12.64	88800	0.00859
==> worst reg2reg max path, stage by stage (launching register included) <==
cell and delay [ns]:
sky130_fd_sc_hd__edfxtp_1 0.35, sky130_fd_sc_hd__mux4_2 0.48, sky130_fd_sc_hd__a22oi_1 0.33, sky130_fd_sc_hd__a21oi_1 0.28
sky130_fd_sc_hd__o41ai_1 1.10, sky130_fd_sc_hd__nand4_1 0.25
==> power breakdown <==
part           switching (W)  leakage (nW)  internal, W
Sequential        0.00000770          18.5      0.00459
Combinational       0.000244          5.12     0.000131
Clock                0.00156          3.19      0.00205
Total                0.00182          26.8      0.00677
==> metal layers <==
metal / vias to the layer above / track usage
met2: 2028 / 0.309
li1: 15400 / -
met4: 2 / 0.0584
met1: 19000 / 0.269
met3: 328 / 0.145
met5: - / 0.00220
==> layout by cell type (no fill, tap or decap), types with 3 or more instances in the layout <==
cell                              Yosys  final
sky130_fd_sc_hd__clkinvlp_4           0      4
sky130_fd_sc_hd__nand2_1             28     27
sky130_fd_sc_hd__nand2b_1             6      4
sky130_fd_sc_hd__dfxtp_1              8      8
sky130_fd_sc_hd__clkdlybuf4s50_1      0     15
sky130_fd_sc_hd__buf_8                0     10
sky130_fd_sc_hd__nor3_1              30     30
sky130_fd_sc_hd__nor2b_1              7      5
sky130_fd_sc_hd__clkinv_16            0      3
sky130_fd_sc_hd__clkbuf_1           145     37
sky130_fd_sc_hd__bufinv_16            0     20
sky130_fd_sc_hd__a22oi_1            256    256
sky130_fd_sc_hd__buf_12               0      5
sky130_fd_sc_hd__nand3_1             13      9
sky130_fd_sc_hd__edfxtp_1          2048   2048
sky130_fd_sc_hd__clkinv_4             0      5
sky130_fd_sc_hd__o41ai_1             32     31
sky130_fd_sc_hd__inv_16               0      7
sky130_fd_sc_hd__nand3_2              0      4
sky130_fd_sc_hd__a21oi_1            128    128
sky130_fd_sc_hd__buf_4               16    156
sky130_fd_sc_hd__nor2_1             232    231
sky130_fd_sc_hd__nand4_1              8      8
sky130_fd_sc_hd__clkinv_2             0     36
sky130_fd_sc_hd__clkinv_1             0     48
sky130_fd_sc_hd__mux4_2             512    512
sky130_fd_sc_hd__inv_6                0      5
sky130_fd_sc_hd__clkbuf_16            0    202
==> worst min-delay path by stage <==
stage	startpoint	endpoint	cells past startpoint
4_1_cts	mem[129][4]	read_reg_val[4]	5
5_1_grt	mem[130][4]	read_reg_val[4]	5
6_report	mem[129][4]	read_reg_val[4]	5
==> cell type report <==
| cell class | instances | area, um2 | share of cell area |
|---|---|---|---|
| Inverter | 1 | 3.75 | 0.0000422 |
| Antenna cell | 1 | 2.50 | 0.0000282 |
| Timing Repair Buffer | 187 | 1580 | 0.0177 |
| Clock buffer | 239 | 5190 | 0.0585 |
| Clock inverter | 130 | 1340 | 0.0150 |
| Multi-Input combinational cell | 1258 | 15800 | 0.178 |
| Sequential cell | 2056 | 61700 | 0.694 |
| Tap cell | 2624 | 3280 | 0.0370 |
==> logic make-up (layout without fill, tap and decap cells) <==
family,Yosys count,count (layout)
multiplexers,512,512
other,0,1
AND-OR/OR-AND,416,416
buffers and inverters,233,557
AND/OR/NAND/NOR,330,330
flip-flops,2056,2056
Power and IR drop assume default switching activity.
